==> design.v <==
module Maquina_FSM (
    input  logic       clk,          
    input  logic       rst,          
    input  logic [3:0] tecla,        
    input  logic       PUSHED,       
    input  logic       LOCKED,       
    input  logic       WAITDONE,     
    input  logic       ECNT3,        
    output logic       CLRCNTR,      
    output logic       CLRTIMER,     
    output logic       INC,          
    output logic       UNLOCK,       
    output logic       ERROR         
);
    typedef enum logic [6:0] {
        S0 = 7'b0000001,  
        S1 = 7'b0000010,  
        S2 = 7'b0000100,  
        S3 = 7'b0001000,  
        S4 = 7'b0010000,  
        S5 = 7'b0100000   
    } state_t;
    state_t state, next_state;
    always_comb begin
        next_state = state;
        case (state)
            S0: begin
                if (PUSHED && tecla == 4'd7) next_state = S1;
                else if (PUSHED && tecla != 4'd7) next_state = S4;
            end
            S1: begin
                if (PUSHED && tecla == 4'd8) next_state = S2;
                else if (PUSHED && tecla != 4'd8) next_state = S4;
            end
            S2: begin
                if (PUSHED && tecla == 4'd9) next_state = S3;
                else if (PUSHED && tecla != 4'd9) next_state = S4;
            end
            S3: begin
                if (LOCKED) next_state = S0;
            end
            S4: begin
                if (ECNT3) next_state = S5;
                else       next_state = S0;  
            end
            S5: begin
                if (WAITDONE) next_state = S0;
            end
            default: next_state = S0;
        endcase
    end
    always_ff @(posedge clk or posedge rst) begin
        if (rst) state <= S0;
        else     state <= next_state;
    end
    always_comb begin
        CLRCNTR  = (state == S3 && LOCKED) || (state == S5 && WAITDONE);
        CLRTIMER = (state == S4 && ECNT3);
        INC      = (state == S0 && PUSHED && tecla != 4'd7) ||
                   (state == S1 && PUSHED && tecla != 4'd8) ||
                   (state == S2 && PUSHED && tecla != 4'd9);
        UNLOCK   = (state == S2 && PUSHED && tecla == 4'd9);
        ERROR    = (state == S0 && PUSHED && tecla != 4'd7) ||
                   (state == S1 && PUSHED && tecla != 4'd8) ||
                   (state == S2 && PUSHED && tecla != 4'd9);
    end
endmodule
==> run.sh <==
#!/bin/bash
# OpenROAD 26Q1-2900-gdf79404cd8, Yosys 0.63+post, stock flow scripts
make -C /OpenROAD-flow-scripts/flow DESIGN_CONFIG=/design/flow/config.mk WORK_HOME=/design/flow/orfs finish
==> config.mk <==
export PLATFORM = sky130hd
export DESIGN_NAME = Maquina_FSM
export DESIGN_NICKNAME = Maquina_FSM
export VERILOG_FILES = /design/flow/design.v
export SDC_FILE = /design/flow/constraint.sdc
export NUM_CORES = 4
export LEC_CHECK = 1
export CORE_AREA = 10 10 70 70
export DIE_AREA = 0 0 80 80
==> constraint.sdc <==
current_design Maquina_FSM

set clk_period 1.3
set clk_io_pct 0.2

create_clock -name clk0 -period $clk_period [get_ports {clk}]

set non_clock_inputs [all_inputs -no_clocks]
set_input_delay [expr $clk_period * $clk_io_pct] -clock clk0 $non_clock_inputs
set_output_delay [expr $clk_period * $clk_io_pct] -clock clk0 [all_outputs]
==> design notes <==
The number of clock sinks was 6. Once layout is complete, the utilization of the core stands at 18.8%. The number of antenna violations at the first check in global routing is 0.

The startpoint identified for the worst register-to-register timing path is state[4]. The run gives 3 as the initial DRC count. The slack of the worst reg-to-reg path is 0.06 ns. In this run, distinct cell masters in the synthesized netlist total 20.

Maximum clock frequency: 0.663 GHz. The synthesized design contains 6 register bits. The tools report the total half-perimeter wirelength after legalization and detailed placement as 786 um. TritonCTS built the clock tree. With the total power after layout at 429 uW, the largest fanout of any net on the critical path is 3. Summed over all instances, the cell type with the most area after synthesis is sky130_fd_sc_hd__dfrtp_1. The buffer_ports step reported a buffer count of 14. Setup repair after global routing could not meet its margin everywhere. The first global-routing pass estimated 1580 um of wire. The checks that failed: negative setup slack. The run gives 0 as the final number of hold-violating endpoints. Routed length per placed instance: 9.40 um.

The final clock period utilization by the worst path is 116%, and the die span in x is 80 um. Yosys stat counts 29 cells in the synthesized netlist. The area growth from synthesis to layout is 104%. Synthesis produced a netlist whose cell count is 29. For the core outline area, the log shows 3420 sq um. Warnings raised by the tools during the run amount to 27. The run gives 1.51 ns for the shortest period the worst path allows. The run gives 1 for the H-tree depth. The logs give 315 sq um for the synthesized cell area and 6400 sq um for the die outline area. The detailed router placed 352 vias in this run. The share of synthesized area in the top cell type comes to 39.7%.

For this run, the number of standard cells in the final layout without fillers is 106. The largest registers in the layout are state (6). The tools report the endpoint type of the worst setup path as an output port. For reference, the placement row count at floorplan is 21.

The worst setup path is launched from a register. Cells with a size suffix above 1 make up 48.3% of the layout. The logs give 15 for the number of top-level design ports and 3 for the number of setup violations in the final report. The maximum buffer depth of the clock tree came out at 2. Counting the buffers created by CTS gives 3. As reported, the later end of the worst-skew pair has a clock insertion delay of 0.25 ns. Pin count of the biggest net entering global routing: 7.

For reference, the post-synthesis area per instance comes to 10.9 sq um. Logic depth along the worst register-to-register path is recorded as 5. Setup slack on the worst path after placement came out at -0.708 ns.

The area reported by Yosys stat was 315 sq um; the required time at the worst-slack endpoint was 1.04 ns. The final setup skew was 0.00751 ns. The flip-flop count of the largest register, all copies and words added was 6. More flip-flops sit in one register than any other, and that register is state. In this run the clock root is driven by a sky130_fd_sc_hd__clkbuf_4.

The overall routing resource usage is 3.21%. Yosys warning count: 1. The worst min-delay path class is in -> async. TritonRoute reported its final design rule violation total as 0. With the peak ir drop on the vdd network at 0.000336 V, the routed via count divided by cell count is 3.32.

The flow ran to the end, but the final reports show violations. In this run the critical register-to-register path is captured at state[2]. The tools report the number of violations of the max-capacitance limit as 0. Global placer's final weighted congestion: 0.830.

The clock edge transition at the registers on the reported setup and hold paths is 0.05 ns. For reference, the most critical setup path is categorized as reg -> out. The part of the Yosys area used for sequential elements was 48.0%; the critical path data arrival time was 1.25 ns. With the routed wire length at 996 um, the number of placed cells counting well taps is 97.

The global route stage reports its total congestion overflow as 0. The first-pass iteration count of the detailed router was 4; the number of global-route vias before repair was 357. The pin slew with the least headroom to its limit is 0.218 ns. The share of the core area taken by cells at floorplan is 9.23%. The slack of the critical path was -0.209 ns.

The main area contributors are sky130_fd_sc_hd__dfrtp_1 40%, sky130_fd_sc_hd__dfstp_2 8.3%, sky130_fd_sc_hd__inv_1 6.0%, sky130_fd_sc_hd__a31o_2 5.6%, sky130_fd_sc_hd__nor3b_2 4.0%. Per the OpenROAD floorplan log, the height of the die is 80 um. The worst-case max-slew headroom was logged as 85.5%. Max-slew violation count: 0. The power per cell area came out at 668 nW/um^2. In this run the static leakage power is 0.332 nW. Per the detail_route report, inserted antenna diodes total 0.

In this run the remaining antenna-violating nets after routing total 0.
-- critical path, cell delays in order, from the launching register on --
cell and delay (ns):
sky130_fd_sc_hd__dfrtp_1 0.41, sky130_fd_sc_hd__mux2i_1 0.18, sky130_fd_sc_hd__a21oi_2 0.08, sky130_fd_sc_hd__a31o_2 0.22, sky130_fd_sc_hd__buf_2 0.11
-- per-layer routing --
metal	track usage (%)	share of wire (%)	wire length, um
met1	4.57	51	507
met3	2.95	18	180
met4	0.352	0.60	6
met2	3.37	30	301
met5	0	0	0
-- final cells by class --
cell class | instances | area (sq um)
fill | 385 | 2770
timing repair buffer | 28 | 238
sequential | 6 | 151
multi-input combinational | 17 | 150
tap | 46 | 57.6
clock buffer | 4 | 26.3
inverter | 5 | 18.8
-- how the worst max path moves through the flow --
stage	startpoint	endpoint	slack (ns)	cells after the start
after CTS	state[5]	ERROR	-0.22	4
final	state[4]	ERROR	-0.21	4
after global routing	state[5]	ERROR	-0.29	4
-- stage by stage --
stage | hold WS (ns) | cell area, sq um | TNS, ns
2_1_floorplan | 0.0502 | 315 | 0
3_3_place_gp | 0.463 | 573 | -3.21
3_5_place_dp | 0.476 | 573 | -3.36
4_1_cts | 0.226 | 643 | -0.568
5_1_grt | 0.218 | 642 | -0.644
6_report | 0.218 | 642 | -0.445
-- logic make-up (layout without fill, tap and decap cells) --
group                  count (synthesis)  count (layout)  share of synthesized area (%)
DFF                                    6               6                           48.0
AOI/OAI and AO/OA                     10              10                           25.8
buffers and inverters                  6              37                           8.33
and+or+nand+nor                        6               6                           14.7
muxes                                  1               1                           3.17
-- placed cells by master (no fill, tap or decap), types with 2 or more instances in the layout --
cell type | Yosys | routed
sky130_fd_sc_hd__buf_4 | 1 | 10
sky130_fd_sc_hd__dlygate4sd2_1 | 0 | 7
sky130_fd_sc_hd__inv_1 | 5 | 5
sky130_fd_sc_hd__buf_6 | 0 | 5
sky130_fd_sc_hd__dfrtp_1 | 5 | 5
sky130_fd_sc_hd__clkbuf_4 | 0 | 3
sky130_fd_sc_hd__a31o_2 | 2 | 2
sky130_fd_sc_hd__clkdlybuf4s15_1 | 0 | 2
sky130_fd_sc_hd__buf_2 | 0 | 2
-- synth_stat cells --
cell and number:
sky130_fd_sc_hd__and2_1 1, sky130_fd_sc_hd__a21o_2 1, sky130_fd_sc_hd__and4_4 1, sky130_fd_sc_hd__nand4b_1 1, sky130_fd_sc_hd__a221o_1 1, sky130_fd_sc_hd__a31o_2 2
sky130_fd_sc_hd__a21o_1 1, sky130_fd_sc_hd__mux2i_1 1, sky130_fd_sc_hd__dfstp_2 1, sky130_fd_sc_hd__nand2_1 1, sky130_fd_sc_hd__inv_1 5, sky130_fd_sc_hd__o21ai_0 1
sky130_fd_sc_hd__o2bb2ai_1 1, sky130_fd_sc_hd__nor3b_2 1, sky130_fd_sc_hd__a22o_1 1, sky130_fd_sc_hd__a32o_1 1, sky130_fd_sc_hd__a21oi_1 1, sky130_fd_sc_hd__dfrtp_1 5
sky130_fd_sc_hd__buf_4 1, sky130_fd_sc_hd__nor2_1 1
-- power by group --
part / total [mW] / internal, mW / switching (mW)
logic: 0.0522 / 0.0296 / 0.0226
registers: 0.187 / 0.187 / 0
clock network: 0.189 / 0.117 / 0.0727
-- what timing repair did --
| action | CTS | global route |
|---|---|---|
| hold endpoints to repair | 0 | 0 |
| setup buffers | 5 | 2 |
| pin swaps | 4 | 2 |
| endpoints found under the setup margin | 6 | 6 |
| hold buffers | 0 | 0 |
| gates resized | 30 | 4 |
Power figures rest on the tool's default switching activity, not on a simulated workload.
